$ cat config.mk
export PLATFORM = sky130hd
export DESIGN_NAME = seq_det
export DESIGN_NICKNAME = seq_det
export VERILOG_FILES = /design/flow/design.v
export SDC_FILE = /design/flow/constraint.sdc
export NUM_CORES = 4
export LEC_CHECK = 1
export CORE_AREA = 10 10 70 70
export DIE_AREA = 0 0 80 80
$ cat constraint.sdc
current_design seq_det

set clk_period 1.8
set clk_io_pct 0.2

create_clock -name clk0 -period $clk_period [get_ports {clk}]

set non_clock_inputs [all_inputs -no_clocks]
set_input_delay [expr $clk_period * $clk_io_pct] -clock clk0 $non_clock_inputs
set_output_delay [expr $clk_period * $clk_io_pct] -clock clk0 [all_outputs]
$ cat design.v
module moore_det_nonov(
    input wire clk, rst_n, x, 
    output reg z
);
    parameter A = 3'd1;
    parameter B = 3'd2;
    parameter C = 3'd3;
    parameter D = 3'd4;
    parameter E = 3'd5;  
    reg [3:0] curr_state, next_state;
    always @(posedge clk or negedge rst_n) begin
        if(!rst_n) begin
            curr_state <= A;
        end 
        else begin
            curr_state <= next_state;
        end 
    end
    always @(curr_state or x) begin
        case(curr_state)
            A: next_state = x ? B : A;  
            B: next_state = x ? B : C;
            C: next_state = x ? D : A;
            D: next_state = x ? B : E;
            E: next_state = x ? B : A;
            default: next_state = A;
        endcase
    end
    always @(curr_state) begin
        z = (curr_state == D) ? 1:0;
    end
endmodule
module seq_det(
    input clk, rst_n, x,
    output reg out
);
    wire z;
        moore_det_nonov SD(clk, rst_n, x, z);
    always @(*) begin
        out = z;
    end
endmodule
$ cat run.sh
#!/bin/bash
# OpenROAD 26Q1-2900-gdf79404cd8, Yosys 0.63+post, stock flow scripts
make -C /OpenROAD-flow-scripts/flow DESIGN_CONFIG=/design/flow/config.mk WORK_HOME=/design/flow/orfs finish
==> summary.txt <==
status: completed
Synth flops: 5
RSZ-0062 raised after global routing: false
drt wl/cell: 5.00 um
Slowest-stage cell, CP: clkdlybuf4s50_1
CP top delay family: buffers and inverters
Post-CTS Setup Bufs: 0
via density per instance: 1.63
distinct lib cells: 7
final worst-path setup slack: 0.371 ns
Slew Limit Fails: 0
first-pass GRT wire length: 607 um
1st-pass router iterations: 2
Setup TNS: 0 ns
io pins: 4
Combinational Power Share: 6.1%
iteration-0 DRC count of the detailed router: 4
DRC: 0
final core utilization: 8.24%
Internal Power: 0.216 mW
Final Power: 0.271 mW
PortBufs: 3
minimum clock period: 1.43 ns
Routed WL: 325 um
CTS root buf: clkbuf_4
via count: 106
CP arrival: 1.07 ns
fraction of registers with async set or reset after synthesis: 100%
GRT Residual Overflow: 0
chip area: 6400 sq um
EDFF count, synth: 0
Final Wtd Congestion: 0.698
Mean Syn Cell Area: 15.0 sq um
Max-Cap Viols: 0
Synth top cells by count: 4 x dfrtp_1, 2 x nor2b_1
Fmax: 700 MHz
Initial Util: 4.84%
WHS: 0.334 ns
largest net degree at the start of global routing: 6
maximum vdd drop: 0.000102 V
Reg clk slew, reported paths: 0.04 ns
DP Worst Slack: 0.616 ns
clock network power share: 47.8%
Final Non-Filler Cells: 65
reg-to-reg startpoint: SD.curr_state[3]
Ys Warns: 2
fin crit share: 79.4%
PD cells: 964 nW/um^2
FF-to-FF End: SD.curr_state[2]
Routed Antenna Nets: 0
TritonCTS clock tree: done
vias in the first global route: 135
Worst Setup Path Type: reg -> out
Latency at later pin: 0.24 ns
Fillers: 403
Log Warnings: 25
slew margin rel.: 85.1%
Startpoint Class: register
CORE AREA: 3420 sq um
r2r setup slk: 0.88 ns
initial antenna violation count: 1
Dominant cell area share: 60.6%
CTS resizes: 0
CP Capture Type: output pin
WP buf/inv: 1
main flop type: dfrtp_1
All-Layer GR Usage: 1.35%
Worst R2R Path Depth: 1
Hold Vio Cnt, Final: 0
die y size: 80 um
# Cells Yosys: 11
Syn Inst Count: 11
switching pwr: 0.0557 mW
crit path max fanout: 3
Sw Share: 20.5%
Seq/Total Area, Yosys: 76.5%
CTS buffer count: 3
Seq pwr share: 46.1%
Chip Area, Yosys: 165 sq um
Cell area leaders: dfrtp_1 61%, dfstp_2 16%, nor2b_1 7.6%, o41a_1 6.8%, and2_1 3.8%
Tightest Pin Transition: 0.222 ns
Most flops, register: SD.curr_state
cell row count: 21
Setup Skew: 0.00370 ns
Design Area, Final: 282 sq um
die x size: 80 um
post-synth top area cell: dfrtp_1
worst min path class: in -> async
most common cell in the netlist: dfrtp_1
max incr delay on CP: 0.47 ns
CTS Sinks: 5
area delta synth->final: 70.5%
Comb area: 38.8 sq um
Post-CTS Hold Fix Bufs: 0
register area: 126 sq um
Cells after DPL: 60
placement-stage cell area: 253 sq um
number of flip-flops in the largest register: 5
Leakage: 0.105 nW
Worst EP required: 1.44 ns
biggest regs: SD.curr_state (5)
final setup fails: 0
Worst Setup SP: SD.curr_state[1]
Critical Path, Cell by Cell: clkdlybuf4s50_1
H-tree depth: 1
clock buffer depth: 2
share of layout cells above drive strength 1: 22.2%
Mapped Area: 165 sq um
logic make-up after synthesis:
kind of cell     after synthesis  share of synthesized area [%]
flip-flops                     5                           76.5
AND/OR/NAND/NOR                5                           16.7
AND-OR/OR-AND                  1                           6.82
power groups by stage:
stage     logic (mW)  clock network, mW  registers [mW]
4_1_cts       0.0168              0.136           0.125
5_1_grt       0.0189              0.142           0.126
6_report      0.0166              0.130           0.125
cell type report:
cell class              instances  area share [%]
diodes                          1           0.889
clock buffers                   4            9.33
multi-input cells               6            13.8
flip-flops and latches          5            44.9
well taps                      46            20.4
repair buffers                  3            10.7
how the worst max path moves through the flow:
stage | end | slack [ns] | cells past startpoint
4_1_cts | out | 0.35 | 1
5_1_grt | out | 0.33 | 1
6_report | out | 0.37 | 1
per-layer routing:
metal	global-route usage, %	routed length [um]
met1	1.14	145
met2	1.36	89
met3	2.50	90
met4	0.352	0
met5	0	0
layout by cell type (no fill, tap or decap):
cell type,count
dfstp_2,1
nor3_1,1
clkbuf_1,1
clkbuf_4,3
dfrtp_1,4
nor2_1,1
nor2b_1,2
o41a_1,1
and2_1,1
diode_2,1
clkdlybuf4s50_1,3
Power figures rest on the tool's default switching activity, not on a simulated workload.
